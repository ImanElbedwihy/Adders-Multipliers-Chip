==> design/flow/design.v <==
module Registers  (
    input clk,
    input rst,
    input [31:0] in,
    output reg [31:0]  out
);
always @(posedge clk )
begin
    if(rst == 1'b1)
    begin
        out=0;
    end
    else 
    begin
        out=in;
    end
end
endmodule
module Registers_2  (
    input clk,
    input rst,
    input [63:0] in,
    output reg [63:0]  out
);
always @(posedge clk )
begin
    if(rst == 1'b1)
    begin
        out=0;
    end
    else 
    begin
        out=in;
    end
end
endmodule
module sequential_final (
input clk,
input rst,
input [31 : 0] in1,
input [31 : 0] in2,
output [63 : 0] OUT
);
wire [31 : 0]A;
wire [31 : 0]B;
wire [63 : 0]product;
Registers operand1_reg (clk, rst, in1, A);
Registers operand2_reg (clk,rst, in2, B);
sequential_multipier B1 ( A, B, product);
Registers_2 output_reg (clk,rst, product, OUT);
endmodule
module sequential_multipier
(input [31:0] M, input [31:0] Q, output reg [63:0] result);
reg [31:0]accumlator;
reg carry=1'b0;
reg [31:0]Q_tmp;
reg [31:0] accumlator_output;
reg [31:0]M_tmp;
wire redundant;
wire red;
integer i;
always @(*) begin
        Q_tmp = (Q[31] == 1)? ((~Q) + 1) : Q;
        M_tmp = (M[31] == 1)? ((~M) + 1) : M;
        for (i = 0; i < 32; i = i + 1) begin
            if(i==1'b0)
            begin
              accumlator=32'd0;
            end
            if (Q_tmp[0]==1) begin
                accumlator_output=accumlator+M_tmp;
                accumlator=accumlator_output;
            end
            carry = accumlator[0];
            accumlator = accumlator >> 1;
            Q_tmp = Q_tmp >> 1;
            Q_tmp[31]=carry;
        end
        result= ((Q[31] == 1 || M[31]==1) & !(Q[31] == 1 & M[31]==1))?((~{accumlator,Q_tmp}) + 1):{accumlator,Q_tmp};
    end
endmodule
==> design/flow/run.sh <==
#!/bin/bash
# OpenROAD 26Q1-2900-gdf79404cd8, Yosys 0.63+post, stock flow scripts
make -C /OpenROAD-flow-scripts/flow DESIGN_CONFIG=/design/flow/config.mk WORK_HOME=/design/flow/orfs finish
==> design/flow/config.mk <==
export PLATFORM = sky130hd
export DESIGN_NAME = sequential_final
export DESIGN_NICKNAME = sequential_final
export VERILOG_FILES = /design/flow/design.v
export SDC_FILE = /design/flow/constraint.sdc
export NUM_CORES = 4
export LEC_CHECK = 1
export CORE_UTILIZATION = 30
==> design/flow/constraint.sdc <==
current_design sequential_final

set clk_period 90.9
set clk_io_pct 0.2

create_clock -name clk0 -period $clk_period [get_ports {clk}]

set non_clock_inputs [all_inputs -no_clocks]
set_input_delay [expr $clk_period * $clk_io_pct] -clock clk0 $non_clock_inputs
set_output_delay [expr $clk_period * $clk_io_pct] -clock clk0 [all_outputs]
==> results.yml <==
# flow metrics
synthesis:
  topCellsByArea: "ha_1, nand2_1, a21oi_1"
  yosysCellCount: 11600
  largest_area_cell: "ha_1"
  ys_ff: 128
  top_area_share_pct: 15.6
  yosysWarnings: 3
  synth_cell_type_count: 109
  ys.flop_type: "dfxtp_1"
  synth_chip_area_um2: 77100
  ys_seq_share_pct: 3.32
  edf_count: 0
  netlist_instances: 11600
  avgSynthCellArea_um2: 6.67
  async_flop_share_pct: 0
  syn_area_um2: 77100
timing:
  rsz0062_at_grt: "false"
  setup_tns_ns: 0
  max_clock_freq_ghz: 0.0154
  fin_crit_ns: 65.05
  fin_crit_sh_pct: 71.6
  setup_viol: 0
  worst_pin_slew_ns: 1.41
  clock_skew_ns: 0.0421
  finalHoldViolCount: 0
  slew_headroom_pct: 5.53
  drv_slew: 0
finish:
  final_cell_mix: "nand2_1, nor2_1, a21oi_1"
  final_common_cell: "nand2_1"
  final_util_pct: 33.4
  fill_cells: 27500
  post-route-cell-area_um2: 85200
  syn2layout_area_growth_pct: 10.6
  layout-drive-gt1-share_pct: 6.94
  final_cells: 15100
place:
  io_buffers: 129
  placed_cells: 15000
  place_hpwl_mm: 347
  placed_area_um2: 84500
  routabilityCongestion: 1.14
route:
  routed_wl_mm: 426
  wire_per_inst_um: 28.2
  vias_per_cell: 6.31
  drc_errors: 0
  antenna_left: 0
  firstDrtPassIters: 6
  vias: 95200
  drt_iter0_markers: 10600
setup_path:
  rrSetupSlack_ns: 25.85
  max_stage_delay_ns: 1.11
  path_max_fanout: 18
  path_class: "flop to flop"
  cp-endpoint: "output_reg.out[62]"
  cp-startpoint: "operand1_reg.out[0]"
  startpoint_type: "flop"
  cpMostUsedCell: "ha_1"
  rr_worst_depth: 244
  crit_arrival_ns: 65.43
  r2r-end: "output_reg.out[62]"
  slowest_stage: "a311oi_1"
  cp.required_ns: 91.27
  reg2reg_from: "operand1_reg.out[0]"
  critical_path.endpoint_type: "flop"
global_route:
  grt-busiest-layer: "met2"
  grt_max_degree: 60
  use_met3_pct: 8.61
  grtUsageMet2_pct: 47.2
  grtUsageMet1_pct: 41.8
  grt-ovfl-total: 0
  grt_first_pass_wirelength_mm: 607
  track_usage_pct: 32.3
  grt_antenna_before_repair: 36
  grt_pass1_vias: 86400
worst_hold_path:
  hold_class: "flop to flop"
die:
  ios: 130
  coreArea_um2: 255000
  num_rows: 185
  die_h_um: 509
  die_w_um: 509
  initCoreUtil_pct: 30.3
  die_area_um2: 259000
status:
  status: "finished clean"
cts:
  cts_setup_buffers: 0
  cts_root_buffer: "clkbuf_16"
  cts-resized-gates: 0
  cts.sinks: 128
  cts_max_level: 4
  cts_buffer_depth: 2
  ctsHoldBuffers: 0
  clk_pin_slew_ns: 0.11
  cts_buffers: 17
  clk-insertion-delay-late_ns: 0.54
  cts_tree: "built"
run:
  drv_cap: 0
  warnings: 25
## cell usage after synthesis, types with 182 or more instances
cell,count
a211oi_1,237
a21o_1,414
a21oi_1,1035
a31oi_1,182
clkbuf_1,363
ha_1,964
inv_1,315
nand2_1,1472
nand3_1,290
nor2_1,1042
nor3_1,317
o21a_1,223
o21ai_0,859
xnor2_1,500
xor2_1,317
## stage by stage
stage	hold slack (ns)	setup WS (ns)
5_1_grt	1.25	22.54
4_1_cts	1.23	27.90
6_report	1.25	25.85
3_3_place_gp	1.21	27.51
3_5_place_dp	1.20	28.32
2_1_floorplan	0.890	37.99
## worst min-delay path by stage
stage / start / end / slack (ns) / depth (start not counted)
6_report: operand2_reg.out[31] / output_reg.out[14] / 1.25 / 5
5_1_grt: operand2_reg.out[31] / output_reg.out[14] / 1.25 / 5
4_1_cts: operand2_reg.out[31] / output_reg.out[14] / 1.23 / 5
## metal layers
metal	routed length [um]	vias to the layer above
li1	-	44300
met1	171000	44600
met2	176000	5122
met3	45000	1089
met4	33500	26
met5	445	-
## critical path, delay by kind of cell (launching register included)
kind                     cells  cell delay, ns
AND/OR/NAND/NOR             59           11.88
XOR/XNOR                    21            3.56
adder cells (fa/ha/maj)     32           11.89
AND-OR/OR-AND              114           34.00
multiplexers                 4            0.96
flip-flops                   1            0.31
buffers and inverters       14            2.11
## registers in the layout, indices dropped and copies added (netlist names)
name / count
operand1_reg.out: 32
operand2_reg.out: 32
output_reg.out: 64
## layout make-up
cell class | count | area, um^2 | share of cell area [%]
inverters | 315 | 1180 | 1.39
clock buffers | 17 | 425 | 0.499
multi-input cells | 10700 | 72300 | 84.8
flip-flops and latches | 128 | 2560 | 3.01
diodes | 70 | 175 | 0.205
clock inverters | 15 | 165 | 0.194
repair buffers | 515 | 4220 | 4.95
well taps | 3366 | 4210 | 4.94
## cells by family after synthesis
logic type / synth area share [%]
buffers and inverters: 3.86
AND/OR/NAND/NOR: 25.9
multiplexers: 2.44
flip-flops: 3.32
adder cells (fa/ha/maj): 16.4
AND-OR/OR-AND: 38.7
XOR/XNOR: 9.32
