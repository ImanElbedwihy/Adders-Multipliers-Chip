[./design.v]
module Registers  (
    input clk,
    input rst,
    input [31:0] in,
    output reg [31:0]  out
);
always @(posedge clk )
begin
    if(rst == 1'b1)
    begin
        out=0;
    end
    else 
    begin
        out=in;
    end
end
endmodule
module Registers_2  (
    input clk,
    input rst,
    input [63:0] in,
    output reg [63:0]  out
);
always @(posedge clk )
begin
    if(rst == 1'b1)
    begin
        out=0;
    end
    else 
    begin
        out=in;
    end
end
endmodule
module simple_multiplier  (
    input [31:0] A,
    input [31:0] B,
    output  [63:0] product
    );
wire [31:0]op1;
wire [31:0]op2;
wire [63:0]temp_product;
   assign op1 = (A[31] == 1)? ((~A) + 1) : A;
assign    op2 = (B[31] == 1)? ((~B)+1):B;
  assign  temp_product=op1 * op2;
 assign   product = ((A[31] == 1) ^ (B[31] == 1))? (~temp_product +1):temp_product;
endmodule
module simple_multiplier_final (
    input clk,
    input rst,
    input [31:0] in1,
    input [31:0] in2,
    output  [63:0]  out
);
wire [31:0]A;
wire [31:0]B;
wire [63:0]product;
Registers  operand1_reg (clk,rst,in1,A); 
Registers  operand2_reg (clk,rst,in2,B); 
simple_multiplier B1  (A,B,product);
Registers_2  output_reg (clk,rst,product,out); 
endmodule
[./run.sh]
#!/bin/bash
# OpenROAD 26Q1-2900-gdf79404cd8, Yosys 0.63+post, stock flow scripts
make -C /OpenROAD-flow-scripts/flow DESIGN_CONFIG=/design/flow/config.mk WORK_HOME=/design/flow/orfs finish
[./config.mk]
export PLATFORM = sky130hd
export DESIGN_NAME = simple_multiplier_final
export DESIGN_NICKNAME = simple_multiplier_final
export VERILOG_FILES = /design/flow/design.v
export SDC_FILE = /design/flow/constraint.sdc
export NUM_CORES = 4
export LEC_CHECK = 1
export CORE_UTILIZATION = 50
[./constraint.sdc]
current_design simple_multiplier_final

set clk_period 26.6
set clk_io_pct 0.2

create_clock -name clk0 -period $clk_period [get_ports {clk}]

set non_clock_inputs [all_inputs -no_clocks]
set_input_delay [expr $clk_period * $clk_io_pct] -clock clk0 $non_clock_inputs
set_output_delay [expr $clk_period * $clk_io_pct] -clock clk0 [all_outputs]
==> results.sh <==
# physical design summary
export IMPL_outcome="complete, no violations"
export IMPL_wl_met2_mm=59.5
export IMPL_synthDistinctLibCells=84
export IMPL_xor_share=0.0414
export IMPL_clock_latency_ns=0.47
export IMPL_io_pins=130
export IMPL_number_of_antenna_violations_at_the_first_check_in_global_routing=5
export IMPL_layout_worst_path_cycle_share=0.467
export IMPL_synthesis_instances=4687
export IMPL_synth_top_flop_cell="sky130_fd_sc_hd__dfxtp_1"
export IMPL_dpl_worst_slack_ns=14.35
export IMPL_fin_worst_skew_ns=0.0245
export IMPL_final_max_slew_viol_count=0
export IMPL_cts_setup_buffers=0
export IMPL_post_synth_main_logic_family="adder cells"
export IMPL_cp_required_ns=26.92
export IMPL_cts_buffers_inserted=17
export IMPL_fp_util=0.506
export IMPL_max_cap_viol_count=0
export IMPL_clkSinkCount=128
export IMPL_design_core_area_sq_um=79000
export IMPL_area_growth_syn_to_layout_pct=9.04
export IMPL_grt_pass1_vias=34500
export IMPL_synth_yosys_num_cells=4687
export IMPL_fmaxAchievable_mhz=80.5
export IMPL_htreeDepth=4
export IMPL_die_w_um=285
export IMPL_totalNegativeSetupSlack_ns=0
export IMPL_cp_slowest_stage_delay_ns=0.62
export IMPL_cts_max_path_buffers=2
export IMPL_globalRoute_totalOverflow=0
export IMPL_hold_path_class="flip-flop to flip-flop"
export IMPL_critical_path_most_common_cell="sky130_fd_sc_hd__fa_1"
export IMPL_stage_log_warnings=25
export IMPL_post_cts_resized=0
export IMPL_detail_route_antenna_nets=0
export IMPL_finalHoldViolCount=0
export IMPL_antennaDiodeCount=0
export IMPL_post_synth_cell_area_avg_sq_um=8.53
export IMPL_yosysChipArea_sq_um=40000
export IMPL_post_cts_hold_buffer_count=0
export IMPL_enable_flop_cells=0
export IMPL_drc=0
export IMPL_post_synth_mux_area_share=0.00307
export IMPL_numPortBuffers=129
export IMPL_worst_endpoint_arrival_ns=12.74
export IMPL_synth_cellmix_compoundShare=0.0758
export IMPL_syn_area_sq_um=40000
export IMPL_die_h_um=285
export IMPL_detail_route_iter0_violations=1917
export IMPL_avgViaCountPerCell=5.61
export IMPL_post_route_cells_drive_above_1_share=0.0508
export IMPL_layout_core_utilization=0.552
export IMPL_detailedPlacementHpwl_mm=112
export IMPL_slew_headroom=0.340
export IMPL_via_count=32500
export IMPL_route_detailed_wl_per_inst_um=23.6
export IMPL_synth_async_reset_ratio=0
export IMPL_clock_tree_from_tritoncts="built"
export IMPL_synth_seq_share=0.0641
export IMPL_clk_transition_reported_paths_ns=0.07
export IMPL_grt_pass1_wl_mm=213
export IMPL_finish_cell_count_without_fillers=5792
export IMPL_worst_setup_path_type="flip-flop to flip-flop"
export IMPL_cts_root_buffer_cell="sky130_fd_sc_hd__clkbuf_16"
export IMPL_wl_met1_mm=53.6
export IMPL_placementRows=103
export IMPL_drt_total_wl_mm=137
export IMPL_routabilityCongestion=1.01
export IMPL_synthAdderAreaFrac=0.532
export IMPL_unrepaired_setup_endpoints_after_global_routing="false"
export IMPL_dr_wl_met3_mm=19.7
export IMPL_setup_crit_start_kind="flip-flop"
export IMPL_ys_flops=128
export IMPL_top_signal_layer_used="met5"
export IMPL_final_critical_path_setup_slack_ns=14.17
export IMPL_period_minus_slack_ns=12.43
export IMPL_setup_viol=0
export IMPL_grt_start_max_net_pins=56
export IMPL_cp_max_fo=11
export IMPL_slowest_cell_on_the_critical_path="sky130_fd_sc_hd__fa_1"
export IMPL_synthSimpleGateAreaFrac=0.178
export IMPL_timing_worst_slew_pin_value_ns=0.982
export IMPL_post_place_cells=5761
export IMPL_first_pass_iters=6
export IMPL_critical_path_endpoint_type="flip-flop"
export IMPL_chip_area_sq_um=81100
export IMPL_yosys_warnings=2
export IMPL_gr_usage_all_layers=0.381
==> stage by stage <==
step / cell area (sq um) / hold WS (ns)
floorplan: 40000 / 0.587
global placement: 42900 / 0.859
detailed placement: 42900 / 0.863
CTS: 43600 / 0.876
global route: 43600 / 0.947
finish: 43600 / 0.874
==> final cells by class <==
type / count / area, sq um
fillers: 7319 / 35400
multi-input cells: 3445 / 33500
inverters: 880 / 3300
flip-flops and latches: 128 / 2560
repair buffers: 258 / 2260
well taps: 1050 / 1310
clock buffers: 18 / 439
clock inverters: 13 / 200
==> metal layers <==
metal / up-vias / GRT usage
li1: 14400 / -
met1: 16200 / 0.552
met2: 1693 / 0.536
met3: 193 / 0.210
met4: 16 / 0.0691
met5: - / 0.0337
==> placed cells by master, fill, tap and decap left out, types with 13 or more instances in the layout <==
| master | synthesis | routed |
|---|---|---|
| sky130_fd_sc_hd__fa_1 | 896 | 896 |
| sky130_fd_sc_hd__inv_1 | 880 | 880 |
| sky130_fd_sc_hd__nor2_1 | 676 | 676 |
| sky130_fd_sc_hd__nand2_1 | 582 | 582 |
| sky130_fd_sc_hd__ha_1 | 266 | 266 |
| sky130_fd_sc_hd__buf_4 | 0 | 130 |
| sky130_fd_sc_hd__clkdlybuf4s50_1 | 0 | 128 |
| sky130_fd_sc_hd__dfxtp_1 | 128 | 128 |
| sky130_fd_sc_hd__a21oi_1 | 114 | 114 |
| sky130_fd_sc_hd__o21ai_0 | 96 | 95 |
| sky130_fd_sc_hd__xnor2_1 | 96 | 80 |
| sky130_fd_sc_hd__nor2b_1 | 70 | 70 |
| sky130_fd_sc_hd__xor2_1 | 91 | 66 |
| sky130_fd_sc_hd__nor3_1 | 38 | 38 |
| sky130_fd_sc_hd__nand4_1 | 37 | 37 |
| sky130_fd_sc_hd__or3_1 | 33 | 33 |
| sky130_fd_sc_hd__o31ai_1 | 31 | 31 |
| sky130_fd_sc_hd__nand3_1 | 30 | 30 |
| sky130_fd_sc_hd__a21o_1 | 29 | 29 |
| sky130_fd_sc_hd__and2_1 | 28 | 28 |
| sky130_fd_sc_hd__xor2_2 | 0 | 25 |
| sky130_fd_sc_hd__nand2b_1 | 24 | 24 |
| sky130_fd_sc_hd__nor4_1 | 24 | 24 |
| sky130_fd_sc_hd__o21a_1 | 21 | 21 |
| sky130_fd_sc_hd__xnor2_2 | 1 | 17 |
| sky130_fd_sc_hd__a211oi_1 | 17 | 17 |
| sky130_fd_sc_hd__clkbuf_16 | 0 | 17 |
| sky130_fd_sc_hd__or2_2 | 15 | 15 |
| sky130_fd_sc_hd__and4_1 | 15 | 15 |
| sky130_fd_sc_hd__or4_1 | 14 | 14 |
| sky130_fd_sc_hd__o211ai_1 | 13 | 13 |
==> kinds of logic after synthesis <==
logic type / Yosys count
mux: 12
buf+inv: 1114
compound gates: 454
xor+xnor: 188
fa+ha+maj: 1162
flops: 128
simple gates: 1629
==> cells in the mapped netlist, drive strengths merged, types with 4 or more instances <==
master	n	area share
a2111o	4	0.0011
a2111oi	6	0.0015
a211oi	17	0.0032
a21boi	5	0.00094
a21o	29	0.0054
a21oi	114	0.014
a22oi	4	0.00075
a311oi	7	0.0015
a31o	4	0.00088
a31oi	10	0.0016
a41oi	4	0.00088
and2	29	0.0045
and3	12	0.0019
and4	15	0.0033
buf	19	0.0026
clkbuf	215	0.020
dfxtp	128	0.064
fa	896	0.45
ha	266	0.083
inv	880	0.083
mux2i	10	0.0025
nand2	582	0.055
nand2b	24	0.0038
nand3	30	0.0038
nand4	37	0.0058
nand4b	4	0.00088
nor2	676	0.063
nor2b	70	0.011
nor3	38	0.0048
nor4	26	0.0044
o2111ai	4	0.00088
o211a	7	0.0018
o211ai	13	0.0024
o21a	21	0.0039
o21ai	107	0.013
o21bai	5	0.00094
o22ai	4	0.00063
o31a	10	0.0022
o31ai	32	0.0061
o41ai	14	0.0034
or2	16	0.0026
or3	34	0.0054
or4	15	0.0029
xnor2	97	0.021
xor2	91	0.020
==> path summary, 6_finish.rpt <==
check / startpoint / end / slack, ns / cells past startpoint
worst max-delay path: operand1_reg.out[10] / output_reg.out[57] / 14.17 / 31
worst min-delay path: operand2_reg.out[0] / output_reg.out[0] / 0.87 / 3
worst max register to register: operand1_reg.out[10] / output_reg.out[57] / 14.17 / 31
worst min register to register: operand2_reg.out[0] / output_reg.out[0] / 0.87 / 3
==> sequential cells by signal (all words and copies together) (netlist names) <==
name              flops
output_reg.out       64
operand2_reg.out     32
operand1_reg.out     32
==> critical path: cells and delay by family, from the launching register on <==
kind            cells  cell delay, ns
buf+inv             2            0.10
compound gates      8            2.91
fa+ha+maj           9            4.54
flops               1            0.36
simple gates       10            3.57
xor+xnor            2            0.79
