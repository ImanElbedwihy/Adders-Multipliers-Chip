===== flow/design.v =====
module full_adder
(input i_bit1,input i_bit2, input i_carry,output o_sum,output o_carry);
wire g1,p1;
assign g1=i_bit1 & i_bit2;
assign p1=i_bit1 ^ i_bit2;
assign o_sum=p1 ^ i_carry;
assign o_carry = g1 | (p1&i_carry);
endmodule
module WTM32(op1,op2,result);
input [31:0] op1;
input [31:0] op2;
output [63:0] result;
wire [63:0] product;
wire [31:0] a;
wire [31:0] b;
assign a = (op1[31] == 1)? ((~op1) + 1) : op1;
assign b = (op2[31] == 1)? ((~op2) + 1) : op2;
wire [15:0]c[15:0];
WTM8 w1(a[7:0],b[7:0],c[0]);
WTM8 w2(a[7:0],b[15:8],c[1]);
WTM8 w3(a[7:0],b[23:16],c[2]);
WTM8 w4(a[7:0],b[31:24],c[3]);
WTM8 w5(a[15:8],b[7:0],c[4]);
WTM8 w6(a[15:8],b[15:8],c[5]);
WTM8 w7(a[15:8],b[23:16],c[6]);
WTM8 w8(a[15:8],b[31:24],c[7]);
WTM8 w9(a[23:16],b[7:0],c[8]);
WTM8 w10(a[23:16],b[15:8],c[9]);
WTM8 w11(a[23:16],b[23:16],c[10]);
WTM8 w12(a[23:16],b[31:24],c[11]);
WTM8 w13(a[31:24],b[7:0],c[12]);
WTM8 w14(a[31:24],b[15:8],c[13]);
WTM8 w15(a[31:24],b[23:16],c[14]);
WTM8 w16(a[31:24],b[31:24],c[15]);
assign product[7:0]=c[0][7:0];
wire [8:0]c1;
wire[7:0] temp;
assign c1[0]=1'b0;
genvar i;
generate
for( i=0;i<8;i=i+1)
    full_adder f0(c[0][i+8],c[1][i],c1[i],temp[i],c1[i+1]);
endgenerate
wire [8:0]c2;
assign c2[0]=c1[8];
generate
for( i=0;i<8;i=i+1)
    full_adder f0(temp[i],c[4][i],c2[i],product[i+8],c2[i+1]);
endgenerate
wire [8:0]c3;
assign c3[0]=c2[8];
wire [7:0]temp1;
generate
for( i=0;i<8;i=i+1)
    full_adder f0(c[1][i+8],c[2][i],c3[i],temp1[i],c3[i+1]);
endgenerate
wire [8:0]c4;
assign c4[0]=c3[8];
wire [7:0]temp2;
generate
for( i=0;i<8;i=i+1)
    full_adder f0(temp1[i],c[4][i+8],c4[i],temp2[i],c4[i+1]);
endgenerate
wire [8:0]c5;
assign c5[0]=c4[8];
wire [7:0]temp3;
generate
for( i=0;i<8;i=i+1)
    full_adder f0(temp2[i],c[5][i],c5[i],temp3[i],c5[i+1]);
endgenerate
wire[8:0] c6;
assign c6[0]=c5[8];
wire [7:0]temp4;
generate
for( i=0;i<8;i=i+1)
    full_adder f0(temp3[i],c[8][i],c6[i],temp4[i],c6[i+1]);
endgenerate
wire [8:0]c7;
assign c7[0]=c6[8];
generate
for( i=0;i<8;i=i+1)
    full_adder f0(temp4[i],c[12][i],c7[i],product[i+16],c7[i+1]);
endgenerate
wire [8:0]c8;
assign c8[0]=c7[8];
wire [7:0]temp5;
generate
for( i=0;i<8;i=i+1)
    full_adder f0(c[2][i+8],c[3][i],c8[i],temp5[i],c8[i+1]);
endgenerate
wire [8:0]c9;
assign c9[0]=c8[8];
wire [7:0]temp6;
generate
for( i=0;i<8;i=i+1)
    full_adder f0(temp5[i],c[5][8+i],c9[i],temp6[i],c9[i+1]);
endgenerate
wire[8:0] c10;
assign c10[0]=c9[8];
wire [7:0]temp7;
generate
for( i=0;i<8;i=i+1)
    full_adder f0(temp6[i],c[6][i],c10[i],temp7[i],c10[i+1]);
endgenerate
wire [8:0]c11;
assign c11[0]=c10[8];
wire [7:0]temp8;
generate
for( i=0;i<8;i=i+1)
    full_adder f0(temp7[i],c[8][8+i],c11[i],temp8[i],c11[i+1]);
endgenerate
wire [8:0]c12;
assign c12[0]=c11[8];
wire [7:0]temp9;
generate
for( i=0;i<8;i=i+1)
    full_adder f0(temp8[i],c[9][i],c12[i],temp9[i],c12[i+1]);
endgenerate
wire [8:0]c13;
assign c13[0]=c12[8];
wire [7:0]temp10;
generate
for( i=0;i<8;i=i+1)
    full_adder f0(temp9[i],c[12][8+i],c13[i],temp10[i],c13[i+1]);
endgenerate
wire [8:0]c14;
assign c14[0]=c13[8];
generate
for( i=0;i<8;i=i+1)
    full_adder f0(temp10[i],c[13][i],c14[i],product[i+24],c14[i+1]);
endgenerate
wire [8:0]c15;
assign c15[0]=c14[8];
wire [7:0]temp11;
generate
for( i=0;i<8;i=i+1)
    full_adder f0(c[3][i+8],c[6][8+i],c15[i],temp11[i],c15[i+1]);
endgenerate
wire [8:0]c16;
assign c16[0]=c15[8];
wire [7:0]temp12;
generate
for( i=0;i<8;i=i+1)
    full_adder f0(temp11[i],c[7][i],c16[i],temp12[i],c16[i+1]);
endgenerate
wire [8:0]c17;
assign c17[0]=c16[8];
wire [7:0]temp13;
generate
for( i=0;i<8;i=i+1)
    full_adder f0(temp12[i],c[9][8+i],c17[i],temp13[i],c17[i+1]);
endgenerate
wire [8:0]c18;
assign c18[0]=c17[8];
wire [7:0]temp14;
generate
for( i=0;i<8;i=i+1)
    full_adder f0(temp13[i],c[13][8+i],c18[i],temp14[i],c18[i+1]);
endgenerate
wire [8:0]c19;
assign c19[0]=c18[8];
generate
for( i=0;i<8;i=i+1)
    full_adder f0(temp14[i],c[14][i],c19[i],product[32+i],c19[i+1]);
endgenerate
wire [8:0]c20;
assign c20[0]=c19[8];
wire [7:0]temp15;
generate
for( i=0;i<8;i=i+1)
    full_adder f0(c[7][i+8],c[10][i],c20[i],temp15[i],c20[i+1]);
endgenerate
wire [8:0]c21;
assign c21[0]=c20[8];
wire [7:0]temp16;
generate
for( i=0;i<8;i=i+1)
    full_adder f0(temp15[i],c[14][i+8],c21[i],temp16[i],c21[i+1]);
endgenerate
wire [8:0]c22;
assign c22[0]=c21[8];
generate
for( i=0;i<8;i=i+1)
    full_adder f0(temp16[i],c[15][i],c22[i],product[40+i],c22[i+1]);
endgenerate
wire [8:0]c23;
assign c23[0]=c22[8];
wire [7:0]temp17;
generate
for( i=0;i<8;i=i+1)
    full_adder f0(c[10][i+8],c[11][i],c23[i],temp17[i],c23[i+1]);
endgenerate
wire [8:0]c24;
assign c24[0]=c23[8];
generate
for( i=0;i<8;i=i+1)
    full_adder f0(temp17[i],c[15][i+8],c24[i],product[i+48],c24[i+1]);
endgenerate
assign product[63:56]=c[11][15:8];
assign result = ((op1[31] == 1) ^ (op2[31] == 1))? (~product + 1) : product;
endmodule
module WTM32_final (
    input clk,
    input rst,
    input [31:0] in1,
    input [31:0] in2,
    output  [63:0]  out
);
wire [31:0]A;
wire [31:0]B;
wire [63:0]product;
Registers  operand1_reg (clk,rst,in1,A); 
Registers  operand2_reg (clk,rst,in2,B); 
WTM32 B1  (A,B,product);
Registers_2  output_reg (clk,rst,product,out); 
endmodule
module WTM8(A, B, product);
    input [7:0] A;
    input [7:0] B;
    output [15:0] product;
    wire [7:0] p [7:0];
    genvar i;
    generate
        for(i = 0; i < 8; i = i + 1)
                    begin
                        assign p[i] =A[i]==0?8'd0:B;
                    end
    endgenerate
    wire  [9:0]s1;
    wire  [7:0]c1;
    assign s1[0]=p[0][0];
    half_adder h0(p[0][1],p[1][0],s1[1],c1[0]);
    full_adder F0 (p[0][2],p[1][1],p[2][0],s1[2],c1[1]);
    full_adder F1 (p[0][3],p[1][2],p[2][1],s1[3],c1[2]);
    full_adder F2 (p[0][4],p[1][3],p[2][2],s1[4],c1[3]);
    full_adder F3 (p[0][5],p[1][4],p[2][3],s1[5],c1[4]);
    full_adder F4 (p[0][6],p[1][5],p[2][4],s1[6],c1[5]);
    full_adder F5 (p[0][7],p[1][6],p[2][5],s1[7],c1[6]);
    half_adder h1(p[1][7],p[2][6],s1[8],c1[7]);
 assign   s1[9]=p[2][7];
 wire[9:0] s2 ;
    wire [7:0]c2 ;
  assign  s2[0]=p[3][0];
    half_adder h2(p[3][1],p[4][0],s2[1],c2[0]);
    full_adder F6 (p[3][2],p[4][1],p[5][0],s2[2],c2[1]);
    full_adder F7 (p[3][3],p[4][2],p[5][1],s2[3],c2[2]);
    full_adder F8 (p[3][4],p[4][3],p[5][2],s2[4],c2[3]);
    full_adder F9 (p[3][5],p[4][4],p[5][3],s2[5],c2[4]);
    full_adder F10 (p[3][6],p[4][5],p[5][4],s2[6],c2[5]);
    full_adder F11 (p[3][7],p[4][6],p[5][5],s2[7],c2[6]);
    half_adder h3(p[4][7],p[5][6],s2[8],c2[7]);
 assign   s2[9]=p[5][7];
wire[12:0] s3 ;
wire [7:0]c3 ;
assign s3[0]=s1[0];
 assign s3[1]=s1[1];
    half_adder h4(s1[2],c1[0],s3[2],c3[0]);
    full_adder F12 (s1[3],c1[1],s2[0],s3[3],c3[1]);
    full_adder F13 (s1[4],c1[2],s2[1],s3[4],c3[2]);
    full_adder F14 (s1[5],c1[3],s2[2],s3[5],c3[3]);
    full_adder F15 (s1[6],c1[4],s2[3],s3[6],c3[4]);
    full_adder F16 (s1[7],c1[5],s2[4],s3[7],c3[5]);
    full_adder F17 (s1[8],c1[6],s2[5],s3[8],c3[6]);
    full_adder F18 (s1[9],c1[7],s2[6],s3[9],c3[7]);
 assign   s3[10]=s2[7];
 assign s3[11]=s2[8];
assign s3[12]=s2[9];
wire [12:0]s4 ;
wire[9:0] c4 ;
assign s4[0]=s3[0];
assign s4[1]=s3[1];
assign s4[2]=s3[2];
    half_adder h5(s3[3],c3[0],s4[3],c4[0]);
    half_adder h6(s3[4],c3[1],s4[4],c4[1]);
    full_adder F19 (s3[5],c3[2],c2[0],s4[5],c4[2]);
    full_adder F20 (s3[6],c3[3],c2[1],s4[6],c4[3]);
    full_adder F21 (s3[7],c3[4],c2[2],s4[7],c4[4]);
    full_adder F22 (s3[8],c3[5],c2[3],s4[8],c4[5]);
    full_adder F23 (s3[9],c3[6],c2[4],s4[9],c4[6]);
    full_adder F24 (s3[10],c3[7],c2[5],s4[10],c4[7]);
    half_adder  h7(s3[11],c2[6],s4[11],c4[8]);
    half_adder h8( s3[12],c2[7],s4[12],c4[9]);
   wire  [10:0]s5;
wire [7:0]c5 ;
  assign s5[0]=c4[0];
  assign s5[1]=c4[1];
    half_adder h9(p[6][0],c4[2],s5[2],c5[0]);
  full_adder F25 (p[6][1],p[7][0],c4[3],s5[3],c5[1]);
  full_adder F26 (p[6][2],p[7][1],c4[4],s5[4],c5[2]);
  full_adder F27 (p[6][3],p[7][2],c4[5],s5[5],c5[3]);
  full_adder F28 (p[6][4],p[7][3],c4[6],s5[6],c5[4]);
  full_adder F29 (p[6][5],p[7][4],c4[7],s5[7],c5[5]);
  full_adder F30 (p[6][6],p[7][5],c4[8],s5[8],c5[6]);
  full_adder F31 (p[6][7],p[7][6],c4[9],s5[9],c5[7]);
  assign  s5[10]=p[7][7];
   wire  [14:0]s6;
   wire[10:0] c6 ;
assign  s6[0]=s4[0];
assign  s6[1]=s4[1];
assign  s6[2]=s4[2];
assign  s6[3]=s4[3];
    half_adder h10(s4[4],s5[0],s6[4],c6[0]);
    half_adder h11(s4[5],s5[1],s6[5],c6[1]);
    half_adder h12(s4[6],s5[2],s6[6],c6[2]);
  full_adder F32 (s4[7],s5[3],c5[0],s6[7],c6[3]);
  full_adder F33 (s4[8],s5[4],c5[1],s6[8],c6[4]);
  full_adder F34 (s4[9],s5[5],c5[2],s6[9],c6[5]);
  full_adder F35 (s4[10],s5[6],c5[3],s6[10],c6[6]);
  full_adder F36 (s4[11],s5[7],c5[4],s6[11],c6[7]);
  full_adder F37 (s4[12],s5[8],c5[5],s6[12],c6[8]);
   half_adder h13(s5[9],c5[6],s6[13],c6[9]);
    half_adder h14(s5[10],c5[7],s6[14],c6[10]);
  assign   product[0]=s6[0];
  assign   product[1]=s6[1];
  assign   product[2]=s6[2];
  assign   product[3]=s6[3];
  assign   product[4]=s6[4];
wire[10:0] c7;
   half_adder h15(s6[5],c6[0],product[5],c7[0]);
  full_adder F38 (s6[6],c6[1],c7[0],product[6],c7[1]);
  full_adder F39 (s6[7],c6[2],c7[1],product[7],c7[2]);
  full_adder F40 (s6[8],c6[3],c7[2],product[8],c7[3]);
  full_adder F41 (s6[9],c6[4],c7[3],product[9],c7[4]);
  full_adder F42 (s6[10],c6[5],c7[4],product[10],c7[5]);
  full_adder F43 (s6[11],c6[6],c7[5],product[11],c7[6]);
  full_adder F44 (s6[12],c6[7],c7[6],product[12],c7[7]);
  full_adder F45 (s6[13],c6[8],c7[7],product[13],c7[8]);
  full_adder F46 (s6[14],c6[9],c7[8],product[14],c7[9]);
  half_adder h16(c7[9],c6[10],product[15],carry);
 assign product[15]=c7[10];
endmodule
module half_adder(a, b, s, c);
input a;
input b;
output s;
output c;
assign s = a ^ b;
assign c = a & b;
endmodule
module Registers  (
    input clk,
    input rst,
    input [31:0] in,
    output reg [31:0]  out
);
always @(posedge clk )
begin
    if(rst == 1'b1)
    begin
        out=0;
    end
    else 
    begin
        out=in;
    end
end
endmodule
module Registers_2  (
    input clk,
    input rst,
    input [63:0] in,
    output reg [63:0]  out
);
always @(posedge clk )
begin
    if(rst == 1'b1)
    begin
        out=0;
    end
    else 
    begin
        out=in;
    end
end
endmodule

===== flow/run.sh =====
#!/bin/bash
# OpenROAD 26Q1-2900-gdf79404cd8, Yosys 0.63+post, stock flow scripts
make -C /OpenROAD-flow-scripts/flow DESIGN_CONFIG=/design/flow/config.mk WORK_HOME=/design/flow/orfs finish

===== flow/config.mk =====
export PLATFORM = sky130hd
export DESIGN_NAME = WTM32_final
export DESIGN_NICKNAME = WTM32_final
export VERILOG_FILES = /design/flow/design.v
export SDC_FILE = /design/flow/constraint.sdc
export NUM_CORES = 4
export LEC_CHECK = 1
export CORE_UTILIZATION = 40

===== flow/constraint.sdc =====
current_design WTM32_final

set clk_period 100.4
set clk_io_pct 0.2

create_clock -name clk0 -period $clk_period [get_ports {clk}]

set non_clock_inputs [all_inputs -no_clocks]
set_input_delay [expr $clk_period * $clk_io_pct] -clock clk0 $non_clock_inputs
set_output_delay [expr $clk_period * $clk_io_pct] -clock clk0 [all_outputs]

==> results.cfg <==
; synthesis and place-and-route metrics
[status]
outcome = complete, no violations

[die]
row_count = 110
die_area_um2 = 92000
design.portCount = 130
coreArea_um2 = 90000
fp_util = 0.403
fp.dieW_um = 303
die_h_um = 303

[flow_run]
warning_count = 25
maxCapViolCount = 0

[clocking]
cts_tree = done
hold_buffers = 0
cts-htree-levels = 4
clkLatencyLatePin_ns = 0.50
cts_sinks = 128
clk_path_buf_depth = 2
cts.clk_slew.worst_paths_ns = 0.07
post-cts-setup-buffers = 0
cts-buffers-inserted = 17
root_buffer = clkbuf_16
cts_resized = 0

[global_route]
grt_pass1_vias = 28040
grt_util_all_layers = 0.250
grt_max_degree = 46
grt_pass1_wl_um = 160000
grt-ovfl-total = 0
antenna_found_initial = 1

[logic_synthesis]
syn_inst = 3933
async_flop_share = 0
ys.flops = 128
synth-warning-count = 6
synth_top_area_share = 0.519
ys_chip_area_um2 = 36300
top_cells_by_area = fa_1 (52%), nor2_1 (9.4%), ha_1 (9.0%), inv_1 (8.3%), dfxtp_1 (7.1%)
ys_cells = 3933
synthDistinctLibCells = 56
synth_seq_share = 0.0706
edf_count = 0
syn_area_um2 = 36300
synth_area_per_cell_um2 = 9.23
yosys_most_used_dff = dfxtp_1
yosysTopAreaCell = fa_1

[hold_path]
hold_class = flip-flop to flip-flop

[timing]
final.setup.worst_slack_ns = 19.49
slew_headroom = 0.402
min_period_ns = 80.91
fmaxAchievable_mhz = 12.4
skew_ns = 0.0355
finalSetupViolCount = 0
fin_crit_sh = 0.806
report.final.slew_viol_count = 0
finalHoldViolCount = 0
tightest_slew_ns = 0.893
rsz0062_at_grt = no
setup_tns_ns = 0

[final_layout]
utilization = 0.446
areaGrowthSynthToFinish_pct = 10.5
seq_area_um2 = 2560
fill_cells = 8627
drive_gt1_frac = 0.0600
comb_area_um2 = 30400

[worst_setup_path]
cpMostUsedCell = fa_1
critPathKind = flip-flop to flip-flop
arrival_ns = 81.27
worst-path-max-fanout = 32
required_ns = 100.76
cp_slowest_cell = dfxtp_1
rrSetupSlack_ns = 19.49
crit_family = adder cells
startpoint_type = flip-flop
crit_buf_inv = 34
endpoint_kind = flip-flop
worst_path_largest_cell_delay_ns = 0.56

[drt]
drt_iter0_markers = 1048
antenna_left = 0
num_vias = 25647
diodes = 0
vias_per_cell = 4.96
wire_per_inst_um = 19.5
finalWirelength_um = 101000
first_pass_iters = 9
drc = 0

[place]
port_buffers = 129
post-place-ws_ns = 19.82
place_hpwl_um = 81000
gp_congestion = 0.966
## area by class of cell
class                      count  share of cell area
sequential                   128              0.0639
clock buffer                  18              0.0107
clock inverter                14             0.00455
timing repair buffer         236              0.0521
multi-input combinational   2799               0.757
tap                         1176              0.0367
inverter                     802              0.0750
## cells in the final DEF (no fill, tap or decap), types with 17 or more instances in the layout
master,count
o21ai_0,29
clkbuf_16,17
dfxtp_1,127
or2_2,26
nand4_1,18
nand3_1,18
xnor2_1,69
nor2b_1,70
clkdlybuf4s50_1,128
ha_1,260
nand2_1,191
xor2_2,43
nor2_1,913
inv_1,801
buf_4,108
fa_1,942
xor2_1,34
o31ai_1,26
## metal layers
layer | track usage | up-vias | wire length (um)
li1 | - | 11480 | -
met1 | 0.337 | 13011 | 39500
met2 | 0.366 | 1045 | 44500
met3 | 0.143 | 109 | 14100
met4 | 0.0518 | 2 | 2750
met5 | 0.000518 | - | 13
## synth_stat cells, types with 8 or more instances
library cell  number
or4_1              8
buf_2             27
nand2b_1          15
dfxtp_1          128
a21oi_1            9
inv_1            801
or2_2             26
o21ai_0           29
nand3_1           18
xnor2_1           85
fa_1             942
clkbuf_1         165
a31oi_1            9
nor3_1            14
or3_1              8
nor2b_1           70
xor2_1            77
and3_1             9
nand2_1          191
ha_1             260
nor4_1            10
o31ai_1           26
nand4_1           18
nor2_1           913
## flip-flops by register name, indices dropped and copies added (netlist names)
signal	count
operand1_reg.out	32
output_reg.out	64
operand2_reg.out	32
## through the flow
stage / instances / hold slack (ns) / area [um2]
3_5_place_dp: 5141 / 0.798 / 39500
2_1_floorplan: 3933 / 0.604 / 36300
6_report: 5173 / 0.849 / 40100
4_1_cts: 5173 / 0.809 / 40100
5_1_grt: 5173 / 0.894 / 40100
3_3_place_gp: 5141 / 0.781 / 39500
## final timing paths
kind / startpoint / to / cells past startpoint
min: operand2_reg.out[0]$_SDFF_PP0_ / output_reg.out[0]$_SDFF_PP0_ / 2
max: operand2_reg.out[0]$_SDFF_PP0_ / output_reg.out[63]$_SDFF_PP0_ / 243
min reg2reg: operand2_reg.out[0]$_SDFF_PP0_ / output_reg.out[0]$_SDFF_PP0_ / 2
max reg2reg: operand2_reg.out[0]$_SDFF_PP0_ / output_reg.out[63]$_SDFF_PP0_ / 243
## kinds of logic (layout without fill, tap and decap cells)
group | Yosys count | count (layout) | synth area share
AOI/OAI and AO/OA | 104 | 104 | 0.0205
xor gates and xnor gates | 164 | 164 | 0.0400
adders and majority gates | 1202 | 1202 | 0.609
buffers and inverters | 1006 | 1070 | 0.106
DFF | 128 | 128 | 0.0706
muxes | 1 | 1 | 0.000276
and+or+nand+nor | 1328 | 1328 | 0.154
## worst reg2reg max path, delay by kind of cell (launching register included)
kind	cells	cell delay, ns
fa+ha+maj	199	75.12
compound gates	1	0.35
buf+inv	34	2.82
xor+xnor	2	0.29
flops	1	0.56
simple gates	7	1.64
