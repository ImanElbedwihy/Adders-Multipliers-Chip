File: flow/constraint.sdc
current_design CBA

set clk_period 25.0
set clk_io_pct 0.2

create_clock -name clk0 -period $clk_period

set non_clock_inputs [all_inputs -no_clocks]
set_input_delay [expr $clk_period * $clk_io_pct] -clock clk0 $non_clock_inputs
set_output_delay [expr $clk_period * $clk_io_pct] -clock clk0 [all_outputs]
File: flow/design.v
module CBA
(input [31:0] A, input [31:0] B,input Cin, output [31:0] Sum,output Cout,output of);
wire [8:0] C;
assign C[0]=Cin;
genvar i;
assign C[0]=Cin;
generate 
for (i=0;i<8;i=i+1)
 begin :loop
    CBA_4bits CBA_4bits_i
        ( 
            .A(A[i*4+3:i*4]),
            .B(B[i*4+3:i*4]),
            .Cin(C[i]),
            .Sum(Sum[i*4+3:i*4]),
            .Cout(C[i+1])
                ); 
		  end
		    endgenerate
assign Cout=C[8];
assign of= ~(A[31]^B[31])&(A[31]^Sum[31]);
endmodule
module CBA_4bits(input [3:0] A,input [3:0]  B,input Cin,  output [3:0]  Sum,output   Cout);
    wire  C; 
    wire  [3:0]p; 
    wire  p_final; 
    four_bit_adder RCA(
        .A(A),
        .B(B),
        .Cin(Cin),
        .Sum(Sum),
        .Cout(C)
    );
    genvar i;
    generate
        for (i=0; i<4; i=i+1) 
        begin :loop
            assign p[i]   = A[i] ^ B[i];
        end
    endgenerate
    assign p_final  = &p;
    assign Cout= p_final ? Cin : C;
endmodule
module four_bit_adder(input [3:0] A,input [3:0]  B,input Cin,  output [3:0]  Sum,output   Cout);
    wire [3:0] C; 
    genvar i;
    generate
        for (i = 0; i < 4; i = i + 1) begin : loop
            full_adder FA(
                .i_bit1(A[i]),
                .i_bit2(B[i]),
                .i_carry(i == 0 ? Cin : C[i - 1]),
                .o_sum(Sum[i]),
                .o_carry(C[i])
            );
        end
    endgenerate
    assign Cout=C[3];
endmodule
module full_adder
(input i_bit1,input i_bit2, input i_carry,output o_sum,output o_carry);
wire g1,p1;
assign g1=i_bit1 & i_bit2;
assign p1=i_bit1 ^ i_bit2;
assign o_sum=p1 ^ i_carry;
assign o_carry = g1 | (p1&i_carry);
endmodule
File: flow/run.sh
#!/bin/bash
# OpenROAD 26Q1-2900-gdf79404cd8, Yosys 0.63+post, stock flow scripts
make -C /OpenROAD-flow-scripts/flow DESIGN_CONFIG=/design/flow/config.mk WORK_HOME=/design/flow/orfs finish
File: flow/config.mk
export PLATFORM = sky130hd
export DESIGN_NAME = CBA
export DESIGN_NICKNAME = CBA
export VERILOG_FILES = /design/flow/design.v
export SDC_FILE = /design/flow/constraint.sdc
export NUM_CORES = 4
export LEC_CHECK = 1
export CORE_AREA = 10 10 105 105
export DIE_AREA = 0 0 115 115
==> ci_impl_report.md <==
## PnR job results

| Metric | Value |
|---|---|
| Dpl ws | -357.6 ps |
| Synth Cell Area | ~1500 sq um |
| Power per standard cell area | 24.43 nW/um^2 |
| Logic pwr share | 100.0% |
| Number of global-route vias before repair | around 1500 |
| FP Util | 17.30% |
| Area of the multi-input gates | approximately 1300 sq um |
| Worst endpoint data arrival time | 19510 ps |
| Count of input and output buffers | 99 |
| Buf+Inv Stages, Crit Path | 25 |
| Relative slew slack | between 60% and 70% |
| Overall Global Routing Usage | under 10% |
| Worst path required time | 20000 ps |
| Setup WS post-layout | ~490 ps |
| Flops | 0 |
| Commonest non-fill, non-tap cell in the layout | sky130_fd_sc_hd__clkdlybuf4s50_1 |
| Internal power consumption | 0.04455 mW |
| First-iteration detailed-routing DRC count | 25 |
| Worst min-delay path class | input pin to output pin |
| Leakage power of the design | 1.128 nW |
| Share of power burned in registers | 0% |
| Critical path startpoint category | input pin |
| Die span in y | 115 um |
| Number of search-and-repair iterations in the first detailed-routing pass | 5 |
| Chip area | 13230 sq um |
| Boundary pin count | 99 |
| Max Cap Violations | 0 |
| Post-DP HPWL | 4513 um |
| Unrepaired setup endpoints after global routing | no |
| Global placement routability congestion | 0.8041 |
| Fraction of layout cells with a size suffix above 1 | 24.03% |
| Switching share of power | 31.76% |
| Post-layout minimum cycle time | approximately 25000 ps |
| Clock buf count | 0 |
| Worst-case hold slack | around 11000 ps |
| Final setup violation count | 0 |
| Mean cell area of the mapped netlist | 10.91 sq um |
| VDD IR max | 0.009226 mV |
| Worst setup path category | input pin to output pin |
| Most frequently placed logic cells in the final layout | 97 x sky130_fd_sc_hd__clkdlybuf4s50_1, 32 x sky130_fd_sc_hd__ha_1, 27 x sky130_fd_sc_hd__buf_4 |
| Overall power consumption | 0.06529 mW |
| Gr ovfl total | 0 |
| Final Core Density | 30.50% |
| Area growth from synthesis to layout | 76.24% |
| Layout Cell Area excl Fill | 2673 sq um |
| Remaining antenna violation count | 0 |
| Clock power frac | 0% |
| Row Count | 34 |
| Setup TNS | 0 ps |
| Total routed wirelength | 5111 um |
| Area after detailed placement | 2447 sq um |
| Cell total in the yosys stat output | 139 |
| Standard cell with the maximum stage delay on the critical path | sky130_fd_sc_hd__clkdlybuf4s50_1 |
| Diodes inserted | 0 |
| Non-filler cells, final | approximately 340 |
| OpenROAD warning count | 64 |
| Crit end category | output pin |
| Worst Tran Pin Value | 461.8 ps |
| Share of the yosys chip area belonging to registers | 0% |
| Register area | 0 sq um |
| Maximum number of pins on one net before global-route repair | 4 |
| Cell count after placement | 320 |
| Filler Cell Count | 895 |
| Sw Pwr | 0.02074 mW |
| Count of distinct cell types in the synthesized netlist | 18 |
| Per-cell routed wire length | 14.99 um |
| Final clock period utilization by the worst path | 98.03% |
| Post-synth area from yosys stat | between 1500 and 2000 sq um |
| Final Max Slew Viols | 0 |
| Wire length of the first global-routing pass | 7762 um |
| Antenna violations before repair | 0 |
| Horiz. Die Dim | 115 um |
| Final count of hold timing violations | 0 |
| Cell mode on critical path | sky130_fd_sc_hd__fa_2 |
| # DRC | 0 |
| Result of the run | completed |
| Max frequency | 0.04080 GHz |
| Total number of vias | 1291 |
| Vias per inst | about 3.8 |
| Total of warnings raised by yosys | 0 |
| Synth Instances | 139 |
| Core region area | slightly below 9000 sq um |
| Critical path fanouts, max | 2 |
| Peak per-stage delay on the critical path | around 470 ps |
| Kind of cell adding the most delay to the critical path | adder cells |
## cells in the mapped netlist
library cell	n	area, sq um
sky130_fd_sc_hd__and4_1	2	17.52
sky130_fd_sc_hd__nand2b_1	1	6.260
sky130_fd_sc_hd__a21oi_1	3	15.01
sky130_fd_sc_hd__inv_1	11	41.29
sky130_fd_sc_hd__nand4_1	6	37.54
sky130_fd_sc_hd__buf_4	32	240.2
sky130_fd_sc_hd__a211oi_1	1	7.510
sky130_fd_sc_hd__ha_1	32	400.4
sky130_fd_sc_hd__mux2_2	2	22.52
sky130_fd_sc_hd__nor2b_1	1	6.260
sky130_fd_sc_hd__fa_1	32	640.6
sky130_fd_sc_hd__nand2_1	5	18.77
sky130_fd_sc_hd__mux2i_1	1	10.01
sky130_fd_sc_hd__nor2_1	4	15.01
sky130_fd_sc_hd__xor2_1	1	8.760
sky130_fd_sc_hd__nor3_1	2	10.01
sky130_fd_sc_hd__o21ai_0	2	10.01
sky130_fd_sc_hd__o22a_1	1	8.760
## layer usage
metal | GRT usage, % | up-vias | part of all wire, %
met4 | 0.3300 | 0 | 0.61
met1 | 8.073 | 602 | 33
met2 | 12.27 | 87 | 46
met5 | 0 | - | 0
li1 | - | 596 | -
met3 | 5.116 | 6 | 20
## power by group through the flow
| stage | Sequential [mW] | Clock [mW] | Combinational, mW |
|---|---|---|---|
| final | 0 | 0 | 0.0653 |
| after global routing | 0 | 0 | 0.0732 |
| after CTS | 0 | 0 | 0.0651 |
## final cells by class
| cell class | count | share of cell area, % |
|---|---|---|
| inverters | 11 | 1.545 |
| repair buffers | 126 | 44.85 |
| well taps | 108 | 5.056 |
| multi-input cells | 96 | 48.55 |
## logic make-up (layout without fill, tap and decap cells)
logic type | Yosys count | after routing | synth area share, %
adder cells (fa/ha/maj) | 64 | 64 | 68.65
buffers and inverters | 43 | 137 | 18.56
AND/OR/NAND/NOR | 21 | 21 | 7.344
AND-OR/OR-AND | 7 | 7 | 2.723
multiplexers | 3 | 3 | 2.145
XOR/XNOR | 1 | 1 | 0.5777
## worst paths after layout
check / from / to / cells after the start
worst max-delay path: A[0] / of / 66
worst min-delay path: B[0] / Sum[0] / 5
## repair_timing
item | in CTS | in global routing
pin swaps | 3 | 5
hold buffers | 0 | 0
gates resized | 8 | 22
buffers inserted | 21 | 0
setup endpoints to repair | 3 | 3
Power and IR drop assume default switching activity.
