==> ./design.v <==
module Booth_final (
    input clk,
    input rst,
    input [31:0] in1,
    input [31:0] in2,
    output  [63:0]  out
);
wire [31:0]A;
wire [31:0]B;
wire [63:0]product;
Registers  operand1_reg (clk,rst,in1,A); 
Registers  operand2_reg (clk,rst,in2,B); 
Booth_multiplier B1  (A,B,product);
Registers_2  output_reg (clk,rst,product,out); 
endmodule
module Booth_multiplier  (
    input [31:0] A,
    input [31:0] B,
    output [63:0] product);
reg [31:0]op1;
reg [31:0]op2;
reg [31:0]temp1_product;
reg [1:0]condition;
reg temp;
reg QBit;
integer i;
generate
always @(*)
begin
    for( i=0; i<32;i=i+1)
    begin
        if(i==1'b0)
        begin
            QBit=1'b0;
            op1 = A;
            op2 = B;
            temp1_product=31'd0;
        end
        condition={op2[0],QBit};
        if(condition==2'b00 || condition==2'b11)
        begin
            temp=temp1_product[0];
            temp1_product={temp1_product[31],temp1_product[31:1]};
            QBit=op2[0];
            op2=op2>>1;
            op2[31]=temp;
        end
        else if(condition==2'b10)
        begin
            temp1_product=temp1_product + ((~op1)+1);
            temp=temp1_product[0];
            temp1_product={temp1_product[31],temp1_product[31:1]};
            QBit=op2[0];
            op2=op2>>1;
            op2[31]=temp;
        end
        else
        begin
            temp1_product=temp1_product + op1;
            temp=temp1_product[0];
            temp1_product={temp1_product[31],temp1_product[31:1]};
            QBit=op2[0];
            op2=op2>>1;
            op2[31]=temp;
        end
    end
end
endgenerate
assign product = {temp1_product,op2};
endmodule
module Registers  (
    input clk,
    input rst,
    input [31:0] in,
    output reg [31:0]  out
);
always @(posedge clk )
begin
    if(rst == 1'b1)
    begin
        out=0;
    end
    else 
    begin
        out=in;
    end
end
endmodule
module Registers_2  (
    input clk,
    input rst,
    input [63:0] in,
    output reg [63:0]  out
);
always @(posedge clk )
begin
    if(rst == 1'b1)
    begin
        out=0;
    end
    else 
    begin
        out=in;
    end
end
endmodule
==> ./run.sh <==
#!/bin/bash
# OpenROAD 26Q1-2900-gdf79404cd8, Yosys 0.63+post, stock flow scripts
make -C /OpenROAD-flow-scripts/flow DESIGN_CONFIG=/design/flow/config.mk WORK_HOME=/design/flow/orfs finish
==> ./config.mk <==
export PLATFORM = sky130hd
export DESIGN_NAME = Booth_final
export DESIGN_NICKNAME = Booth_final
export VERILOG_FILES = /design/flow/design.v
export SDC_FILE = /design/flow/constraint.sdc
export NUM_CORES = 4
export LEC_CHECK = 1
export CORE_UTILIZATION = 30
==> ./constraint.sdc <==
current_design Booth_final

set clk_period 62.9
set clk_io_pct 0.2

create_clock -name clk0 -period $clk_period [get_ports {clk}]

set non_clock_inputs [all_inputs -no_clocks]
set_input_delay [expr $clk_period * $clk_io_pct] -clock clk0 $non_clock_inputs
set_output_delay [expr $clk_period * $clk_io_pct] -clock clk0 [all_outputs]
==> qor.csv <==
stage,metric,value,unit
run_status,outcome,"complete, no violations",
setup_path,arrival,59.73,ns
clock_tree,cts_root_buf,clkbuf_16,
placed_design,place_congestion,1.07,
hold_path,min_path_type,register to register,
route,wl,530000,um
route,drtAntennaViolNets,0,
setup_path,slowest_stage,or4b_1,
setup_path,critPathMaxStageDelay,0.63,ns
die,coreArea,379000,um^2
setup_path,critical_path_required,63.39,ns
global_route,met2_usage,0.412,
global_route,grtUsageTotal,0.272,
sta,fin_setup_tns,0,ns
synthesis,area_leaders,"ha_1, a21oi_1, xnor2_1",
global_route,grt_pass1_vias,115000,
global_route,antenna_found_initial,35,
global_route,busiest_layer,met2,
route,num_vias,127000,
route,avgViaCountPerCell,5.76,
setup_path,critPathMaxFanout,17,
setup_path,crit_type,register to register,
route,first_pass_iters,7,
die,dieHeight,619,um
synthesis,largest_area_cell,ha_1,
synthesis,ys_cells,16700,
global_route,met3_usage,0.0606,
synthesis,yosys_warnings,3,
global_route,grt_max_degree,67,
synthesis,most_common_cell,ha_1,
clock_tree,cts.path.max_buffers,3,
setup_path,critPathCaptureType,register,
clock_tree,cts_sinks,127,
placed_design,hpwl,433000,um
setup_path,cp_common_cell,ha_1,
clock_tree,htreeDepth,4,
synthesis,synth-edff-count,0,
finish,drive_gt1_frac,0.0684,
synthesis,syn_avg_cell_area,6.83,um^2
synthesis,ys_chip_area,114000,um^2
sta,final_hold_viol_count,0,
sta,drv_slew,0,
job,cap_violations,0,
clock_tree,cts.clk_slew.worst_paths,0.08,ns
setup_path,critPathLaunchType,register,
sta,skew,0.0620,ns
synthesis,yosys.cell_types.count,99,
route,wl_per_cell,23.9,um
synthesis,synthTopCellsByCount,"ha_1, a21oi_1, nor2_1",
die,rows,226,
synthesis,synth_cells,16700,
die,chipArea,383000,um^2
sta,slew_headroom,0.134,
synthesis,ys.flop_type,dfxtp_1,
global_route,grt_pass1_wl,772000,um
synthesis,top_cell_area_share,0.220,
sta,hold_ws,0.859,ns
synthesis,synth-async-reset-ratio,0,
clock_tree,cts_hold_buf,0,
clock_tree,clock_latency,0.66,ns
die,die_width,619,um
clock_tree,cts_tree,built,
route,drt-initial-drc-count,11500,
placed_design,io_buffers,129,
die,fp_util,0.301,
sta,min_period,59.24,ns
synthesis,ys_ff,127,
route,drcViolationCount,0,
sta,period_used_share,0.942,
sta,setup_violations,0,
global_route,grt_overflow,0,
sta,clock.fmax,16.9,MHz
synthesis,synth_area,114000,um^2
global_route,use_met1,0.371,
finish,syn_to_final_growth,11.0,%
clock_tree,cts_buffers,21,
job,warnings,134,
die,io-pin-count,130,
sta,tightest_slew,1.29,ns
synthesis,ys_seq_frac,0.0223,
-- cell usage in the layout, fill, tap and decap left out, drive strengths merged, types with 64 or more instances in the layout --
| cell | n |
|---|---|
| ha | 2010 |
| a21oi | 1973 |
| nor2 | 1596 |
| nand2 | 1405 |
| o21ai | 1242 |
| xnor2 | 1030 |
| inv | 974 |
| buf | 672 |
| a21o | 638 |
| xor2 | 472 |
| a211oi | 375 |
| o21a | 351 |
| nor3 | 348 |
| o21bai | 338 |
| nand3 | 279 |
| nor2b | 250 |
| nand2b | 247 |
| a21boi | 199 |
| a31oi | 199 |
| o211ai | 177 |
| or3 | 139 |
| o31ai | 138 |
| clkdlybuf4s50 | 128 |
| dfxtp | 127 |
| and3 | 114 |
| and2 | 104 |
| mux2i | 103 |
| mux2 | 91 |
| nand4 | 79 |
| diode | 70 |
| o311ai | 67 |
| or2 | 64 |
-- kinds of logic (layout without fill, tap and decap cells) --
family                   Yosys count  in the layout  share of synthesized area
AND-OR/OR-AND                   6498           6498                      0.366
XOR/XNOR                        1508           1508                      0.118
adder cells (fa/ha/maj)         2074           2074                      0.232
buffers and inverters           1478           1827                     0.0488
flip-flops                       127            127                     0.0223
multiplexers                     194            194                     0.0181
other                              0             70                          0
AND/OR/NAND/NOR                 4835           4835                      0.195
-- timing repair --
action | CTS | global route
buffers inserted | 0 | 3
setup endpoints to repair | 0 | 19
resized | 0 | 104
-- final timing paths --
kind | endpoint | cells after the start | startpoint | slack [ns]
worst min register to register | output_reg.out[0] | 2 | operand1_reg.out[0] | 0.86
worst max-delay path | output_reg.out[62] | 267 | operand1_reg.out[1] | 3.66
worst max register to register | output_reg.out[62] | 267 | operand1_reg.out[1] | 3.66
worst min-delay path | output_reg.out[0] | 2 | operand1_reg.out[0] | 0.86
-- metal layers --
layer	wire (um)	part of all wire
met1	231000	0.44
met2	223000	0.42
met3	47300	0.089
met4	28900	0.055
met5	182	0.00034
-- critical path: cells and delay by family, from the launching register on --
family	cells	cell delay, ns
XOR/XNOR	27	4.03
buffers and inverters	17	3.05
adder cells (fa/ha/maj)	31	10.64
AND-OR/OR-AND	114	28.02
flip-flops	1	0.43
AND/OR/NAND/NOR	72	11.31
multiplexers	6	1.54
-- flip-flops by register name, indices dropped and copies added, names as in the netlist --
signal,count
operand2_reg.out,32
output_reg.out,63
operand1_reg.out,32
-- cell type report --
| type | count | area, um^2 |
|---|---|---|
| antenna | 70 | 175 |
| clock buffer | 26 | 628 |
| clock inverter | 7 | 71.3 |
| fill | 40300 | 252000 |
| inverter | 994 | 3740 |
| multi-input combinational | 15100 | 107000 |
| sequential | 127 | 2640 |
| tap | 5016 | 6280 |
| timing repair buffer | 800 | 6400 |
-- per-stage QoR --
step           instances   util  area, um^2  worst slack (ns)
6_report           22100  0.334      127000              3.66
5_1_grt            22100  0.334      127000          -0.00682
4_1_cts            22100  0.333      126000              1.34
3_5_place_dp       22000  0.331      125000              1.70
3_3_place_gp       22000  0.331      125000              1.09
2_1_floorplan      16700      -      114000              9.25
