--- flow/run.sh ---
#!/bin/bash
# OpenROAD 26Q1-2900-gdf79404cd8, Yosys 0.63+post, stock flow scripts
make -C /OpenROAD-flow-scripts/flow DESIGN_CONFIG=/design/flow/config.mk WORK_HOME=/design/flow/orfs finish
--- flow/config.mk ---
export PLATFORM = sky130hd
export DESIGN_NAME = FPM_final
export DESIGN_NICKNAME = FPM_final
export VERILOG_FILES = /design/flow/design.v
export SDC_FILE = /design/flow/constraint.sdc
export NUM_CORES = 4
export LEC_CHECK = 1
export CORE_UTILIZATION = 30
--- flow/constraint.sdc ---
current_design FPM_final

set clk_period 50.9
set clk_io_pct 0.2

create_clock -name clk0 -period $clk_period [get_ports {clk}]

set non_clock_inputs [all_inputs -no_clocks]
set_input_delay [expr $clk_period * $clk_io_pct] -clock clk0 $non_clock_inputs
set_output_delay [expr $clk_period * $clk_io_pct] -clock clk0 [all_outputs]
--- flow/design.v ---
module normalizer
(input [23:0] A_mantissa,input [7:0] A_exponent, output  reg [22:0] O_mantissa ,output reg [7:0] O_exponent);
reg [23:0] temp_mantissa;
always @ (*)
begin 
    if(A_mantissa[23:0]==24'b000000000000000000000001)
    begin 
        temp_mantissa=A_mantissa<<23;
        O_exponent=A_exponent-23;
    end
    else if(A_mantissa[23:1]==23'b00000000000000000000001)
    begin 
        temp_mantissa=A_mantissa<<22;
        O_exponent=A_exponent-22;
    end
    else if(A_mantissa[23:2]==22'b0000000000000000000001)
    begin 
        temp_mantissa=A_mantissa<<21;
        O_exponent=A_exponent-21;
    end
    else if(A_mantissa[23:3]==21'b000000000000000000001)
    begin 
        temp_mantissa=A_mantissa<<20;
        O_exponent=A_exponent-20;
    end
    else if(A_mantissa[23:4]==20'b00000000000000000001)
    begin 
        temp_mantissa=A_mantissa<<19;
        O_exponent=A_exponent-19;
    end
    else if(A_mantissa[23:5]==19'b0000000000000000001)
    begin 
        temp_mantissa=A_mantissa<<18;
        O_exponent=A_exponent-18;
    end
    else if(A_mantissa[23:6]==18'b000000000000000001)
    begin 
        temp_mantissa=A_mantissa<<17;
        O_exponent=A_exponent-17;
    end
    else if(A_mantissa[23:7]==17'b00000000000000001)
    begin 
        temp_mantissa=A_mantissa<<16;
        O_exponent=A_exponent-16;
    end
    else if(A_mantissa[23:8]==16'b0000000000000001)
    begin 
        temp_mantissa=A_mantissa<<15;
        O_exponent=A_exponent-15;
    end
    else if(A_mantissa[23:9]==15'b000000000000001)
    begin 
        temp_mantissa=A_mantissa<<14;
        O_exponent=A_exponent-14;
    end
    else if(A_mantissa[23:10]==14'b00000000000001)
    begin 
        temp_mantissa=A_mantissa<<13;
        O_exponent=A_exponent-13;
    end
    else if(A_mantissa[23:11]==13'b0000000000001)
    begin 
        temp_mantissa=A_mantissa<<12;
        O_exponent=A_exponent-12;
    end
    else if(A_mantissa[23:12]==12'b000000000001)
    begin 
        temp_mantissa=A_mantissa<<11;
        O_exponent=A_exponent-11;
    end
    else if(A_mantissa[23:13]==11'b00000000001)
    begin 
        temp_mantissa=A_mantissa<<10;
        O_exponent=A_exponent-10;
    end
    else if(A_mantissa[23:14]==10'b0000000001)
    begin 
        temp_mantissa=A_mantissa<<9;
        O_exponent=A_exponent-9;
    end
    else if(A_mantissa[23:15]==9'b000000001)
    begin 
        temp_mantissa=A_mantissa<<8;
        O_exponent=A_exponent-8;
    end
    else if(A_mantissa[23:16]==8'b00000001)
    begin 
        temp_mantissa=A_mantissa<<7;
        O_exponent=A_exponent-7;
    end
    else if(A_mantissa[23:17]==7'b0000001)
    begin 
        temp_mantissa=A_mantissa<<6;
        O_exponent=A_exponent-6;
    end
    else if(A_mantissa[23:18]==6'b000001)
    begin 
        temp_mantissa=A_mantissa<<5;
        O_exponent=A_exponent-5;
    end
    else if(A_mantissa[23:19]==5'b00001)
    begin 
        temp_mantissa=A_mantissa<<4;
        O_exponent=A_exponent-4;
    end
    else if(A_mantissa[23:20]==4'b0001)
    begin 
        temp_mantissa=A_mantissa<<3;
        O_exponent=A_exponent-3;
    end
    else if(A_mantissa[23:21]==3'b001)
    begin 
        temp_mantissa=A_mantissa<<2;
        O_exponent=A_exponent-2;
    end
    else if(A_mantissa[23:22]==3'b01)
    begin 
        temp_mantissa=A_mantissa<<1;
        O_exponent=A_exponent-1;
    end
    else 
    begin
        temp_mantissa=A_mantissa;
        O_exponent=A_exponent;
    end 
O_mantissa=temp_mantissa[22:0];
end
endmodule
module multiplier
(input [23:0] M, input [23:0] Q, output reg [48:0] result);
reg [24:0]accumlator;
reg carry=1'b0;
reg [24:0]Q_tmp;
reg [24:0] accumlator_output;
reg [24:0]M_tmp;
wire redundant;
wire red;
integer i;
always @(*) begin
        Q_tmp = {1'b0, Q};
        M_tmp = {1'b0 , M};
        for (i = 0; i < 25; i = i + 1) begin
            if(i==1'b0)
            begin
              accumlator=25'd0;
            end
            if (Q_tmp[0]==1) begin
                accumlator_output=accumlator+M_tmp;
                accumlator=accumlator_output;
            end
            carry = accumlator[0];
            accumlator = accumlator >> 1;
            Q_tmp = Q_tmp >> 1;
            Q_tmp[24]=carry;
        end
        result= {accumlator,Q_tmp};
    end
endmodule
module FPM (
    input [31:0] A,
    input [31:0] B,
    output [31:0] product
    );
reg  A_sign;
reg  B_sign;
reg  O_sign;
reg [7:0] A_exponent ;
reg [7:0] B_exponent ;
wire [7:0] O_exponent ;
wire [7:0] final_exponent ;
reg [7:0] O_temp1_exponent ;
reg [7:0] O_temp2_exponent ;
reg [23:0] A_mantissa ;
reg [23:0] B_mantissa ;
reg [23:0] O_mantissa ;
reg [23:0] O_temp_mantissa ;
wire [22:0] final_mantissa ;
reg [47:0] temp_product ;
wire [48:0]temp_result;
multiplier s1(A_mantissa,B_mantissa ,temp_result);
always @ (*)
begin
    A_sign=A[31];
    B_sign=B[31];
    A_exponent=A[30:23];
    B_exponent=B[30:23];
    A_mantissa = {1'b1,A[22:0]};
    B_mantissa ={1'b1,B[22:0]};
    O_sign=A_sign ^ B_sign;
    O_temp1_exponent=A_exponent + B_exponent - 8'd127;
   temp_product= temp_result[47:0];
    if(temp_product[47]==1'b1)
    begin
        O_temp2_exponent=O_temp1_exponent+24'd1;
        O_temp1_exponent=O_temp2_exponent;
        O_temp_mantissa=temp_product[47:24];
    end
    else
    begin
        O_temp_mantissa=temp_product[46:23];
    end
    if(A [30:0]== 31'd0 || B [30:0]== 31'd0)
    begin
        O_temp1_exponent=8'd0;
    end
    if(A == 32'd0 || B ==32'd0)
    begin
        O_sign =1'd0;
        O_temp1_exponent =8'd0;
        O_temp_mantissa = 24'd0;
    end
end 
    normalizer N_instance( O_temp_mantissa, O_temp1_exponent, final_mantissa , final_exponent);
   assign product ={O_sign,final_exponent,final_mantissa};
endmodule
module FPM_final (
input clk,
input rst,
input [31 : 0] in1,
input [31 : 0] in2,
output [63 : 0] OUT
);
wire [31 : 0]A;
wire [31 : 0]B;
wire [31 : 0]product;
Registers operand1_reg (clk,rst, in1, A);
Registers operand2_reg (clk, rst, in2, B);
FPM B1 ( A, B, product);
Registers output_reg (clk,rst, product, OUT);
endmodule
module Registers  (
    input clk,
    input rst,
    input [31:0] in,
    output reg [31:0]  out
);
always @(posedge clk )
begin
    if(rst == 1'b1)
    begin
        out=0;
    end
    else 
    begin
        out=in;
    end
end
endmodule
==> impl_metrics.ini <==
; generated from flow reports
[status]
status = finished clean

[synthesis]
edf_count = 0
synth.distinct_cells = 117
ys.flop_type = dfxtp_1
area_leaders = ha_1 (18%), a21oi_1 (6.3%), o21ai_0 (5.4%), nor2_1 (5.2%), nand2_1 (5.2%)
ys_sh_aoi_pct = 34.4
xor_share_pct = 7.55
yosys_area_um2 = 40700
synth.cell_area_um2 = 40700
logic_family = AND-OR/OR-AND gates
yosysTopAreaCellShare_pct = 17.5
ys_sh_mux_pct = 3.67
ys_seq_share_pct = 4.72
synth-simple-area-share_pct = 25.3
post_synth.cell_area_avg_um2 = 6.85
ys_cells = 5944
yosysTopAreaCell = ha_1
synthArstFlopShare_pct = 0
ys_ff = 96
syn-instance-count = 5944
synthAdderAreaFrac_pct = 18.7
yosys_warnings = 5

[cts]
ctsHoldBuffers = 0
cts_tree = done
cts-htree-levels = 3
clock_sinks = 96
cts_made_buffers = 9
cts_max_path_buffers = 2
ctsRootBufferMaster = clkbuf_16
worstSkewPairLatency_ns = 0.46
ctsResizeCount = 0
postCtsSetupBuffers = 0
cts.reportedPaths.clkPinSlew_ns = 0.13

[floorplanning]
rows = 134
die_height_um = 370
core-area_um2 = 134000
dieArea_um2 = 137000
die_x_um = 370
fp_util_pct = 30.4
ioPinCount = 130

[setup_path]
cp_max_fo = 71
critical_path_arrival_ns = 43.43
startpoint_type = flop
cpPeakStageDelay_ns = 0.71
critical_path.top_delay_family = AND-OR/OR-AND gates
cp-end-kind = flop
required_ns = 51.28
cp_slowest_cell = a2111oi_1
path_buffers = 7
critPathKind = flop to flop

[placed_design]
dp.cells = 7722
portBuffers = 97
detailed_place_hpwl_um = 131000
finalWeightedCongestion = 1.00
dpl_cell_area_um2 = 43900

[detailed_routing]
via_count = 45180
drt_wl_total_um = 165000
ant_nets = 0
vias_per_cell = 5.84
first_pass_iters = 6
drt_iter0_markers = 4207
route.detailed.drc = 0
wl_per_cell_um = 21.4

[cells_and_area]
fin_cells = 7739
drive_gt1_share_pct = 6.21
final_common_cell = ha_1
post-route-util_pct = 33.0
stdcell_area_um2 = 44200
area_delta_synth_final_pct = 8.65
lay_top_cells = ha_1 (570), nor2_1 (565), nand2_1 (562), a21oi_1 (510), o21ai_0 (440)

[pwr]
powerDensity_nw_per_um2 = 36.5
power_leakage_nw = 20.1
ir_drop_mv = 0.0264

[run]
cap_violations = 0
warning_count = 82

[global_route]
grt_pass1_wl_um = 250000
antenna_found_initial = 4
grt_pass1_vias = 40784
grt.total_usage_pct = 23.9
grt_max_degree = 72
overflow = 0

[final_timing]
maxSlewHeadroom_pct = 28.0
max_freq_ghz = 0.0232
fin_crit_ns = 43.05
tns_ns = 0
skew_ns = 0.0532
period_used_pct = 84.6
setup_viol = 0
hold_viol = 0
slew_violations = 0
rsz0062_at_grt = false
worst_pin_slew_ns = 1.08

[min_path]
hold_path.class = flop to flop
tightest hold or removal path: stages, from the launching register on:
cell and delay [ns]:
dfxtp_1 0.33, xnor2_1 0.13, nor2_1 0.04
per-stage QoR:
step	power [mW]	hold WS, ns	setup WS [ns]
2_1_floorplan	1.16	0.475	15.04
3_5_place_dp	1.49	0.505	8.77
4_1_cts	1.59	0.529	8.53
6_report	1.61	0.526	7.85
3_3_place_gp	1.49	0.514	8.61
5_1_grt	1.77	0.541	4.51
Yosys cell counts (72+ instances only):
master and instances:
ha_1 570, nor2_1 565, nand2_1 562, a21oi_1 510, o21ai_0 440, inv_1 299, xnor2_1 219, a21o_1 201
clkbuf_1 163, nand3_1 140, nor3_1 140, nor2b_1 137, xor2_1 132, o21a_1 118, dfxtp_1 96, nand2b_1 83
a211oi_1 81, a31oi_1 75, mux2_2 73, a21boi_0 72
area by class of cell:
class / instances / area, um2
Antenna cell: 1 / 2.50
Tap cell: 1768 / 2210
Clock inverter: 6 / 86.3
Timing Repair Buffer: 226 / 1950
Clock buffer: 10 / 239
Multi-Input combinational cell: 5322 / 36600
Fill cell: 14135 / 89700
Sequential cell: 96 / 1950
Inverter: 310 / 1160
final timing paths:
path | cells past startpoint | slack, ns | from | endpoint
min reg2reg | 2 | 0.53 | operand2_reg.out[31]$_SDFF_PP0_ | output_reg.out[31]$_SDFF_PP0_
max | 177 | 7.85 | operand2_reg.out[0]$_SDFF_PP0_ | output_reg.out[30]$_SDFF_PP0_
max reg2reg | 177 | 7.85 | operand2_reg.out[0]$_SDFF_PP0_ | output_reg.out[30]$_SDFF_PP0_
min | 2 | 0.53 | operand2_reg.out[31]$_SDFF_PP0_ | output_reg.out[31]$_SDFF_PP0_
layer usage:
metal / global-route usage [%] / part of all wire (%)
met1: 35.9 / 47
met2: 35.7 / 42
met3: 3.36 / 8.0
met4: 5.68 / 2.8
met5: 0 / 0.012
sequential cells by signal, indices dropped and copies added (netlist names):
| signal | flops |
|---|---|
| operand1_reg.out | 32 |
| operand2_reg.out | 32 |
| output_reg.out | 32 |
cells by family (layout without fill, tap and decap cells):
group	Yosys count	after routing
DFF	96	96
and+or+nand+nor	2101	2101
muxes	140	140
other	1	33
AOI/OAI and AO/OA	2104	2104
buffers and inverters	557	552
xor gates and xnor gates	351	351
adders and majority gates	594	594
power by group:
group / switching [mW] / internal, mW
combinational: 0.844 / 0.584
sequential: 0.00745 / 0.0871
clock: 0.0489 / 0.0412
total: 0.900 / 0.712
Power is estimated from default activity; no workload was simulated.
